==> flow/design.v <==
module Data_Memory (
    clk_i, memAddr_i, memData_i, memRead_i, memWrite_i,
                      memData_o
);
input               clk_i;
input       [31:0]  memAddr_i, memData_i;
input               memRead_i, memWrite_i;
output      [31:0]  memData_o;
reg         [ 7:0]  memory[0:31];
assign memData_o = ( memRead_i === 1 )? memory[memAddr_i]:0;
always @( posedge clk_i ) begin
    if ( memWrite_i === 1 )
        memory[memAddr_i] <= memData_i;
end
endmodule
==> flow/run.sh <==
#!/bin/bash
# OpenROAD 26Q1-2900-gdf79404cd8, Yosys 0.63+post, stock flow scripts
make -C /OpenROAD-flow-scripts/flow DESIGN_CONFIG=/design/flow/config.mk WORK_HOME=/design/flow/orfs finish
==> flow/config.mk <==
export PLATFORM = sky130hd
export DESIGN_NAME = Data_Memory
export DESIGN_NICKNAME = Data_Memory
export VERILOG_FILES = /design/flow/design.v
export SDC_FILE = /design/flow/constraint.sdc
export NUM_CORES = 4
export LEC_CHECK = 1
export CORE_UTILIZATION = 40
==> flow/constraint.sdc <==
current_design Data_Memory

set clk_period 2.3
set clk_io_pct 0.2

create_clock -name clk0 -period $clk_period [get_ports {clk_i}]

set non_clock_inputs [all_inputs -no_clocks]
set_input_delay [expr $clk_period * $clk_io_pct] -clock clk0 $non_clock_inputs
set_output_delay [expr $clk_period * $clk_io_pct] -clock clk0 [all_outputs]
==> report_table.html <==
<h3>Flow metrics</h3>
<table>
<tr><th>Metric</th><th>Value</th></tr>
<tr><th colspan="2">Final timing</th></tr>
<tr><td>Total count of hold-check failures in the final report</td><td>0</td></tr>
<tr><td>Clock period minus worst slack</td><td>2.50 ns</td></tr>
<tr><td>Number of endpoints failing setup at the final stage</td><td>8</td></tr>
<tr><td>Least setup slack across all paths after layout</td><td>-0.199 ns</td></tr>
<tr><td>Final Cycle Share</td><td>1.09</td></tr>
<tr><td>Max-slew violation count</td><td>0</td></tr>
<tr><td>Highest Clock Rate</td><td>400 MHz</td></tr>
<tr><td>RSZ-0062 raised after global routing</td><td>yes</td></tr>
<tr><th colspan="2">Final layout</th></tr>
<tr><td>P&amp;R area growth vs syn</td><td>32.0%</td></tr>
<tr><td>Area taken by flip-flops and latches</td><td>between 7000 and 8000 µm²</td></tr>
<tr><td>Commonest non-fill, non-tap cells in the layout</td><td>edfxtp_1, mux2i_1, buf_4</td></tr>
<tr><td>Final core area utilization</td><td>0.538</td></tr>
<tr><td>Area of all placed cells without fillers</td><td>~14000 µm²</td></tr>
<tr><td>Layout cell share with drive strength beyond 1</td><td>0.387</td></tr>
<tr><td>Total area of multi-input combinational cells</td><td>3170 µm²</td></tr>
<tr><td>Biggest registers after layout</td><td>memory (256)</td></tr>
<tr><td>Most frequent standard cell in the layout excluding fill and tap cells</td><td>edfxtp_1</td></tr>
<tr><td>Largest register by flop count</td><td>memory</td></tr>
<tr><td>Number of flip-flops in the largest register</td><td>256</td></tr>
<tr><td>Tally of filler cells in the layout</td><td>1839</td></tr>
<tr><th colspan="2">Outcome</th></tr>
<tr><td>Violations in the final reports</td><td>setup timing</td></tr>
<tr><td>Result of the run</td><td>finished with violations</td></tr>
<tr><th colspan="2">Clocking</th></tr>
<tr><td>Root buf cell</td><td>clkbuf_16</td></tr>
<tr><td>H-tree depth reported by CTS</td><td>1</td></tr>
<tr><td>TritonCTS clock tree</td><td>done</td></tr>
<tr><td>Cts hold-fix bufs</td><td>0</td></tr>
<tr><td>TritonCTS buffer count</td><td>26</td></tr>
<tr><td>Buffers from clock root to sink, at most</td><td>3</td></tr>
<tr><td>Clock transition at the registers of the reported paths</td><td>roughly 0.060 ns</td></tr>
<tr><td>TritonCTS sink count</td><td>between 200 and 300</td></tr>
<tr><th colspan="2">Critical path</th></tr>
<tr><td>Crit path required time</td><td>between 1.5 and 2 ns</td></tr>
<tr><td>Data arrival time of the worst path</td><td>2.04 ns</td></tr>
<tr><td>Worst Setup Start Kind</td><td>input port</td></tr>
<tr><td>Capturing element type of the critical path</td><td>output port</td></tr>
<tr><td>Type of the setup path with the least slack</td><td>input port to output port</td></tr>
<tr><td>Biggest fanout along the worst timing path</td><td>7</td></tr>
<tr><th colspan="2">Floorplan</th></tr>
<tr><td>Standard-cell row count</td><td>58</td></tr>
<tr><td>Floorplan die height</td><td>approximately 160 µm</td></tr>
<tr><td>Area of the core region</td><td>~25000 µm²</td></tr>
<tr><td>Die X-Extent</td><td>between 150 and 200 µm</td></tr>
<tr><td>Core utilization at floorplan</td><td>0.408</td></tr>
<tr><td>Number of placed I/O pins</td><td>about 99</td></tr>
<tr><td>Total die area</td><td>between 20000 and 30000 µm²</td></tr>
<tr><th colspan="2">Place</th></tr>
<tr><td>HPWL after detailed placement</td><td>between 10000 and 15000 µm</td></tr>
<tr><td>Count of buffers from port buffering</td><td>23</td></tr>
<tr><td>Setup slack after placement</td><td>-1.07 ns</td></tr>
<tr><td>Post-place instance area</td><td>about 11000 µm²</td></tr>
<tr><td>Global placer's final weighted congestion</td><td>roughly 1</td></tr>
<tr><th colspan="2">Power</th></tr>
<tr><td>Sequential cell fraction of total power</td><td>0.519</td></tr>
<tr><td>Cell internal pwr</td><td>about 0.0080 W</td></tr>
<tr><td>Worst supply voltage drop on vdd</td><td>roughly 0.52 mV</td></tr>
<tr><td>Net Sw Power</td><td>0.00203 W</td></tr>
<tr><td>Switching portion of total power</td><td>0.202</td></tr>
<tr><td>Combinational cell fraction of total power</td><td>0.074</td></tr>
<tr><td>Static power due to leakage</td><td>approximately 4.7 nW</td></tr>
<tr><td>Relative contribution of the clock network to total power</td><td>0.407</td></tr>
<tr><td>Final total power</td><td>about 0.01 W</td></tr>
<tr><td>Power per unit of standard cell area</td><td>around 740 nW/µm²</td></tr>
<tr><th colspan="2">Flow run</th></tr>
<tr><td>Warning total across the stage logs</td><td>around 78</td></tr>
<tr><td>Max cap viols</td><td>0</td></tr>
<tr><th colspan="2">GRT</th></tr>
<tr><td>First-pass GRT wire length</td><td>35800 µm</td></tr>
<tr><td>Maximum number of pins on one net before global-route repair</td><td>33</td></tr>
<tr><td>Number of antenna violations at the first check in global routing</td><td>0</td></tr>
<tr><td>Overflow after GRT</td><td>0</td></tr>
<tr><td>Vias in the first global route</td><td>between 5000 and 6000</td></tr>
<tr><td>Aggregate global-route resource usage</td><td>0.202</td></tr>
<tr><th colspan="2">Routing</th></tr>
<tr><td>Post-DR wirelength/cell</td><td>22.3 µm</td></tr>
<tr><td>DRT Pass-1 Iters</td><td>6</td></tr>
<tr><td>Number of DRC markers after the initial detailed-route iteration</td><td>between 400 and 500</td></tr>
<tr><td>Mean number of vias per cell</td><td>5.36</td></tr>
<tr><td>Diode count</td><td>0</td></tr>
<tr><td>Remaining routing DRC violations</td><td>0</td></tr>
<tr><td>Aggregate routed wire length</td><td>between 20000 and 25000 µm</td></tr>
<tr><td>Residual antenna-violating net count after detailed routing</td><td>0</td></tr>
<tr><td>Total number of vias</td><td>about 5800</td></tr>
<tr><th colspan="2">Logic synthesis</th></tr>
<tr><td>Yosys cell types</td><td>24</td></tr>
<tr><td>Total cell area reported by yosys after synthesis</td><td>just over 10000 µm²</td></tr>
<tr><td>Cell count in the Yosys report</td><td>roughly 590</td></tr>
<tr><td>Post-synthesis cell area</td><td>between 10000 and 15000 µm²</td></tr>
<tr><td>YS warnings</td><td>1</td></tr>
<tr><td>Register share after synthesis</td><td>0.748</td></tr>
<tr><td>Avg Cell Area, Syn</td><td>around 17 µm²</td></tr>
<tr><td>Number of register bits inferred by synthesis</td><td>roughly 260</td></tr>
<tr><td>Gate count of the mapped netlist</td><td>between 500 and 600</td></tr>
<tr><th colspan="2">Hold path</th></tr>
<tr><td>Worst hold-check path type</td><td>input port to flop</td></tr>
<tr><td>Depth of the worst hold-timing path</td><td>5</td></tr>
</table>
[what timing repair did]
action | 4_1_cts | 5_1_grt
endpoints found under the hold margin | 0 | 0
setup buffers | 32 | 5
gates resized | 207 | 25
setup endpoints to repair | 8 | 8
gates cloned | 4 | 0
pin swaps | 53 | 14
[worst paths after layout]
| kind | end | slack [ns] | start |
|---|---|---|---|
| setup / recovery | memData_o[5] | -0.20 | memAddr_i[2] |
| hold / removal | memory[24][0]$_DFFE_PP_ | 0.76 | memAddr_i[2] |
[power by group through the flow]
stage	combinational [W]	clock, W	sequential, W
6_report	0.000740	0.00408	0.00520
4_1_cts	0.000716	0.00415	0.00520
5_1_grt	0.000783	0.00433	0.00521
[critical path, stage by stage]
cell,delay (ns)
buf_8,0.10
buf_6,0.12
or4b_4,0.61
buf_4,0.18
o22ai_4,0.17
nor4_2,0.09
a21boi_2,0.17
buf_2,0.13
[layout make-up]
cell class	count	area share
clock buffers	30	0.0507
flip-flops and latches	256	0.567
well taps	330	0.0305
multi-input cells	301	0.233
repair buffers	153	0.107
clock inverters	15	0.0113
[metrics by stage]
step / setup TNS [ns] / hold WS (ns) / instances
4_1_cts: -0.960 / 0.737 / 1080
5_1_grt: -1.50 / 0.767 / 1085
6_report: -1.20 / 0.764 / 1085
3_3_place_gp: -8.70 / 1.33 / 1010
2_1_floorplan: 0 / 0.559 / 616
3_5_place_dp: -9.70 / 1.34 / 1010
[cells in the mapped netlist]
library cell | number | area share
clkbuf_2 | 1 | 0.00049
nor2_1 | 29 | 0.011
buf_2 | 21 | 0.010
o22ai_1 | 64 | 0.039
buf_4 | 24 | 0.018
clkbuf_1 | 7 | 0.0026
a21boi_1 | 8 | 0.0058
nand4_1 | 1 | 0.00061
nand3b_1 | 4 | 0.0029
nand4bb_1 | 6 | 0.0066
nor3_1 | 4 | 0.0019
nand3_1 | 2 | 0.00097
mux2i_1 | 128 | 0.12
conb_1 | 1 | 0.00037
edfxtp_1 | 256 | 0.75
nor4_1 | 16 | 0.0097
or3_1 | 1 | 0.00061
buf_1 | 2 | 0.00073
nand4b_1 | 4 | 0.0034
or4_4 | 1 | 0.0011
or3b_2 | 3 | 0.0026
buf_6 | 4 | 0.0044
nand2_1 | 2 | 0.00073
or4b_1 | 4 | 0.0039
[layer usage]
layer / global-route usage / routed length, µm / share of wire
met3: 0.0784 / 2090 / 0.086
met1: 0.267 / 9080 / 0.38
met4: 0.0399 / 443 / 0.018
met2: 0.334 / 12600 / 0.52
met5: 0 / 0 / 0
[logic make-up (layout without fill, tap and decap cells)]
kind of cell	after synthesis	in the layout	share of synthesized area
buf+inv	59	198	0.0359
mux	128	128	0.125
flops	256	256	0.748
other cells	1	24	0.000365
compound gates	72	72	0.0448
simple gates	77	77	0.0457
No activity file was given, so power comes from the tool's default toggle rates.
