==> flow/design.v <==
module Registers (
    clk_i, RS1addr_i, RS2addr_i, RDaddr_i,  RDdata_i, RegWrite_i, 
           RS1data_o, RS2data_o 
);
input               clk_i;
input       [ 4:0]  RS1addr_i, RS2addr_i;
input       [ 4:0]  RDaddr_i;
input       [31:0]  RDdata_i;
input               RegWrite_i;
output      [31:0]  RS1data_o, RS2data_o;
reg         [31:0]  register    [0:31];
assign  RS1data_o = ( RegWrite_i && ( RDaddr_i == RS1addr_i)) ?
                        RDdata_i: register[RS1addr_i];
assign  RS2data_o = ( RegWrite_i && ( RDaddr_i == RS2addr_i)) ?
                        RDdata_i: register[RS2addr_i];
always@( posedge clk_i ) begin
    if (RegWrite_i)
        register[RDaddr_i] = RDdata_i;
end
endmodule 
==> flow/run.sh <==
#!/bin/bash
# OpenROAD 26Q1-2900-gdf79404cd8, Yosys 0.63+post, stock flow scripts
make -C /OpenROAD-flow-scripts/flow DESIGN_CONFIG=/design/flow/config.mk WORK_HOME=/design/flow/orfs finish
==> flow/config.mk <==
export PLATFORM = sky130hd
export DESIGN_NAME = Registers
export DESIGN_NICKNAME = Registers
export VERILOG_FILES = /design/flow/design.v
export SDC_FILE = /design/flow/constraint.sdc
export NUM_CORES = 4
export LEC_CHECK = 1
export CORE_UTILIZATION = 30
==> flow/constraint.sdc <==
current_design Registers

set clk_period 11.4
set clk_io_pct 0.2

create_clock -name clk0 -period $clk_period [get_ports {clk_i}]

set non_clock_inputs [all_inputs -no_clocks]
set_input_delay [expr $clk_period * $clk_io_pct] -clock clk0 $non_clock_inputs
set_output_delay [expr $clk_period * $clk_io_pct] -clock clk0 [all_outputs]
==> notes.md <==
Implementation results are summarized by area below.

Timing
Setup repair after global routing left no endpoint under its margin. The slack of the critical path is 2780 ps. The number of setup violations in the final report is 0. Per the final report, max-transition violations number 0.

Across all hold checks on the routed design, the worst slack comes to 2390 ps. The accumulated negative setup slack is 0 ps. The worst slew margin relative to its limit is 37.7%. The highest clock rate this design can be run at is 116 MHz. The post-layout period usage of the worst path is 75.6%. The transition time recorded at the tightest slew-check pin is 932 ps.

For the finished layout, the period the worst path requires is 8620 ps. The number of hold violations in the final report is 0.

Global route
Entering global routing, the biggest net connects 91 pins. The via count of the first global-routing pass is 32400. The total global routing track utilization is 20.0%. The global-route wire length before repair is 229000 um. The total global routing overflow is 0. The number of antenna violations at the first check in global routing was 16.

Worst setup path
Among the stages of the critical path, the cell type that occurs most often is buf_4. The slowest stage of the critical path belongs to the cell buf_4. The path type of the worst setup path is in2out. The worst setup path is launched from an input pin. The endpoint class of the critical path is an output pin. The delay of the slowest cell on the worst path is 760 ps.

The critical path endpoint has a required time of 9120 ps. Per STA, the worst path is made up of buf_8 -> buf_4 -> buf_4 -> mux2i_1 -> a22o_1 -> a221oi_1 -> o22ai_1 -> o41ai_2 -> clkdlybuf4s50_1. In this run the worst path has a maximum fanout of 68. The arrival time at the worst endpoint is 6340 ps.

Clock network
The clock tree synthesis step divided the H-tree into 3 levels. Per the TritonCTS log, the buffer count is 108. The CTS log lists the clock sinks for this run as 1024. The longest clock path from root to sink contains 3 buffers. Looking at the clock tree report, the root buffer type is clkbuf_16.

In the CTS report, the clock slew at the register clock pins of the worst setup and hold paths is listed as 60 ps. The number of hold buffers added after CTS is 0. The total of cells resized after clock tree synthesis is 0. The number of setup buffers added after CTS is 0. TritonCTS built the clock tree.

Yosys
The count of different cell masters after synthesis is 30. Sequential cells were found to cover 61.8% of the synthesized design area. The number of standard cells reported by yosys is 3227. Summed over its instances, the top area cell type makes up 61.8% of the synthesized netlist area. The average cell area after synthesis is 15.4 sq um. The synthesized instance count is 3227. Per the synth log, the flip-flop and latch total comes to 1024. The total of warnings raised by yosys is 1. The largest area contributor in the synthesized netlist is edfxtp_1.

The synthesized cell area is 49800 sq um. Ranked by total cell area, the synthesized netlist is headed by edfxtp_1 62%, mux2i_1 21%, a22oi_1 3.9%, a22o_1 2.3%, o41ai_2 2.1%. The chip area line in the Yosys stat output reads 49800 sq um.

Power
The leakage power is 19.9 nW. In this run the VDD rail shows a maximum IR drop of 0.000125 V. Total power normalized to cell area comes to 148 nW/um^2.

After layout, the design draws a total of 0.00840 W.

Final layout
The register with the most flip-flops in the layout has 1024 of them. The post-route standard cell area excluding fillers is 56600 sq um.

Of the cells placed in the final design, the portion with a size suffix greater than 1 is 11.9%. The growth of design area from synthesis to finish is 13.8%.

Route
The count of nets left with antenna violations once routing finished came out at 0. The wire length after detailed routing is 161000 um. The routed via count divided by cell count is 5.56. Once iteration 0 of detailed routing completed, the report listed 1960 DRC markers. The wire length per cell after detailed routing is 28.9 um. After detailed routing, the number of remaining DRC violations is 0.

The final route contains 31100 vias. The pre-antenna-repair detailed-routing pass consisted of 5 iterations.

Place
The instance area at placement is 53300 sq um. The wire-length estimate of the detail-placed layout is 85700 um. The placement report lists the number of port buffers as 112.

The placement summary gives the final routability congestion estimate as 0.850. The setup slack after placement is 2820 ps.

Floorplan
Per the OpenROAD floorplan log, the area of the die is 167000 sq um. The vertical die dimension is 409 um. In this run the core area contains 149 standard-cell rows.

For this design the top-level I/O count stands at 113. The floorplan die width is 409 um. The total area inside the core boundary comes to 165000 sq um. The share of the core area taken by cells at floorplan is 30.2%.

Outcome
The run finished with clean final reports.

Run
The tally of max-capacitance violations is 0. The total number of warnings across the stage logs is 26.

Min path
STA reports the tightest min-delay check as being of type in2reg.
-- kinds of logic after synthesis --
| logic type | Yosys count | share of synthesized area [%] |
|---|---|---|
| AND-OR/OR-AND | 768 | 12.8 |
| XOR/XNOR | 10 | 0.176 |
| buffers and inverters | 272 | 3.49 |
| flip-flops | 1024 | 61.8 |
| multiplexers | 1024 | 20.6 |
| AND/OR/NAND/NOR | 129 | 1.13 |
-- metal layers --
layer	wire, um	GRT usage (%)	vias up
met2	73900	30.1	1759
met1	57200	23.5	15500
met5	353	1.32	-
li1	-	-	13500
met3	24000	13.0	339
met4	6100	6.08	24
-- final cells by class --
cell class	instances	area, sq um
antenna	5	12.5
multi-input combinational	1931	17600
clock buffer	142	2890
tap	2189	2740
sequential	1024	30700
timing repair buffer	237	2220
clock inverter	58	447
fill	15500	108000
-- worst max-delay path: cells and delay by family --
family	cells	cell delay [ps]
multiplexers	1	160
AND-OR/OR-AND	4	1210
buffers and inverters	4	2500
-- cell usage after synthesis --
library cell and n:
buf_2 24, mux2i_1 1024, nor2b_1 4, nand2_1 67
clkbuf_4 20, and3_1 2, nand2b_1 4, a21oi_1 128
or2_2 2, clkbuf_1 106, a221oi_1 108, buf_4 31
buf_6 57, or3_1 1, nand3_1 2, buf_1 28
a22o_1 128, and2_1 2, a22oi_1 256, o22ai_1 64
nor2_1 35, buf_8 6, edfxtp_1 1024, o41ai_2 64
or3b_2 3, nor4_1 2, a221oi_2 20, nand3b_1 5
xor2_1 8, xnor2_1 2
-- through the flow --
stage	utilization (%)	instances
after floorplan	-	3227
after global placement	32.3	5381
after detailed placement	32.3	5381
after CTS	34.4	5581
after global routing	34.4	5586
final	34.4	5586
-- path summary, 6_finish.rpt --
kind | from | to | slack [ps] | cells after the start
max | RS2addr_i[0] | RS2data_o[18] | 2780 | 9
min | RDdata_i[16] | register[7][16]$_DFFE_PP_ | 2390 | 2
-- placed cells by master (no fill, tap or decap), types with 2 or more instances in the layout --
cell             synthesis  final
a221oi_1               108    108
buf_4                   31    113
a21oi_1                128    128
and3_4                   0      2
clkinv_2                 0     19
o41ai_2                 64     64
nand2b_2                 0      4
mux2i_1               1024   1024
clkdlybuf4s50_1          0    110
nand2_1                 67     65
or2_2                    2      2
or3b_2                   3      3
diode_2                  0      5
xor2_1                   8      8
o22ai_1                 64     64
clkinv_1                 0     29
nand3_1                  2      2
nand3b_1                 5      5
nor2b_4                  0      4
a221oi_2                20     20
and2_4                   0      2
xnor2_1                  2      2
buf_8                    6      2
a22o_1                 128    128
clkbuf_16                0    111
nand2_2                  0      2
clkbuf_1               106     31
bufinv_16                0      6
nor4_1                   2      2
a22oi_1                256    256
edfxtp_1              1024   1024
buf_12                   0     12
nor2_4                   0     34
-- power by group --
| part | total (W) | switching [W] | internal [W] |
|---|---|---|---|
| logic | 0.000831 | 0.000510 | 0.000321 |
| clock network | 0.00336 | 0.00145 | 0.00191 |
| registers | 0.00421 | 0.0000177 | 0.00419 |
Power and IR drop assume default switching activity.
