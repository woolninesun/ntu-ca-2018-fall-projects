==> /design/flow/design.v <==
module dcache_data_sram
(
	clk_i,
	addr_i,
	data_i,
	enable_i,
	write_i,
	data_o
);
input				  clk_i;
input	[4:0]		addr_i;
input	[255:0]	data_i;
input				  enable_i;
input				  write_i;
output	[255:0] 	data_o;
reg		[255:0]		memory 			[0:31];	
always@(posedge clk_i) begin
    if(enable_i && write_i) begin
		memory[addr_i]   <= data_i;
	end
end
assign 	data_o = (enable_i) ? memory[addr_i] : 256'b0;
endmodule
module dcache_tag_sram
(
	clk_i,
	addr_i,
	data_i,
	enable_i,
	write_i,
	data_o
);
input				  clk_i;
input	[4:0]		addr_i;
input	[23:0]	data_i;
input				  enable_i;
input				  write_i;
output	[23:0] 		data_o;
reg		[23:0]		memory 			[0:31];	
always@(posedge clk_i) begin
    if(enable_i && write_i) begin
		memory[addr_i]   <= data_i;
	end
end
assign 	data_o = (enable_i) ? memory[addr_i] : 24'b0;
endmodule
module dcache_top
(
	clk_i, 
	rst_i,
	mem_data_i, 
	mem_ack_i, 	
	mem_data_o, 
	mem_addr_o, 	
	mem_enable_o, 
	mem_write_o, 
	p1_data_i, 
	p1_addr_i, 	
	p1_MemRead_i, 
	p1_MemWrite_i, 
	p1_data_o, 
	p1_stall_o
);
input				clk_i; 
input				rst_i;
input	[256-1:0]	  mem_data_i; 
input				      mem_ack_i; 
output	[256-1:0]	mem_data_o; 
output	[32-1:0]	mem_addr_o; 	
output				    mem_enable_o; 
output				    mem_write_o; 
input	[32-1:0]	p1_data_i; 
input	[32-1:0]	p1_addr_i; 	
input				    p1_MemRead_i; 
input				    p1_MemWrite_i; 
output	[32-1:0]p1_data_o; 
output				  p1_stall_o; 
wire	[4:0]		  cache_sram_index;
wire				    cache_sram_enable;
wire	[23:0]		cache_sram_tag;
wire	[255:0]		cache_sram_data;
wire				    cache_sram_write;
wire	[23:0]		sram_cache_tag;
wire	[255:0]		sram_cache_data;
wire				sram_valid;
wire				sram_dirty;
parameter 			STATE_IDLE			  = 3'h0,
					      STATE_READMISS		= 3'h1,
					      STATE_READMISSOK	= 3'h2,
					      STATE_WRITEBACK		= 3'h3,
					      STATE_MISS			  = 3'h4;
reg		[2:0]		state;
reg					  mem_enable;
reg					  mem_write;
reg					  cache_we;
wire				  cache_dirty;
reg					  write_back;
wire	[4:0]		  p1_offset;
wire	[4:0]		  p1_index;
wire	[21:0]		p1_tag;
wire	[255:0]		r_hit_data;
wire	[21:0]		sram_tag;
wire				    hit;
reg		[255:0]		w_hit_data;
wire				    write_hit;
wire				    p1_req;
reg		[31:0]		p1_data;
assign 	p1_req     = p1_MemRead_i | p1_MemWrite_i;
assign	p1_offset  = p1_addr_i[4:0];
assign	p1_index   = p1_addr_i[9:5];
assign	p1_tag     = p1_addr_i[31:10];
assign	p1_stall_o = ~hit & p1_req;
assign	p1_data_o  = p1_data; 
assign	sram_valid = sram_cache_tag[23];
assign	sram_dirty = sram_cache_tag[22];
assign	sram_tag   = sram_cache_tag[21:0];
assign	cache_sram_index  = p1_index;
assign	cache_sram_enable = p1_req;
assign	cache_sram_write  = cache_we | write_hit;
assign	cache_sram_tag    = {1'b1, cache_dirty, p1_tag};	
assign	cache_sram_data   = (hit) ? w_hit_data : mem_data_i;
assign	mem_enable_o = mem_enable;
assign	mem_addr_o   = (write_back) ? {sram_tag, p1_index, 5'b0} : {p1_tag, p1_index, 5'b0};
assign	mem_data_o   = sram_cache_data;
assign	mem_write_o  = mem_write;
assign	write_hit    = hit & p1_MemWrite_i;
assign	cache_dirty  = write_hit;
assign hit           = (sram_tag == p1_tag && sram_valid)? 1'b1 : 1'b0;
assign r_hit_data    = (hit)? sram_cache_data : mem_data_i;
always@(p1_offset or sram_cache_data ) begin
	p1_data = sram_cache_data[(p1_offset>>2)*32 +: 32];
end
always@(p1_offset or r_hit_data or p1_data_i) begin
	w_hit_data = {
		(p1_offset == 28)? p1_data_i : r_hit_data[255:224],
		(p1_offset == 24)? p1_data_i : r_hit_data[223:192],
		(p1_offset == 20)? p1_data_i : r_hit_data[191:160],
		(p1_offset == 16)? p1_data_i : r_hit_data[159:128],
		(p1_offset == 12)? p1_data_i : r_hit_data[127:96],
		(p1_offset == 8) ? p1_data_i : r_hit_data[95:64],
		(p1_offset == 4) ? p1_data_i : r_hit_data[63:32],
		(p1_offset == 0) ? p1_data_i : r_hit_data[31:0]
	};
end
always@(posedge clk_i or negedge rst_i) begin
	if(~rst_i) begin
		state      <= STATE_IDLE;
		mem_enable <= 1'b0;
		mem_write  <= 1'b0;
		cache_we   <= 1'b0; 
		write_back <= 1'b0;
	end
	else begin
		case(state)		
			STATE_IDLE: begin
				if(p1_req && !hit) begin	 
					state <= STATE_MISS;
				end
				else begin
					state <= STATE_IDLE; 
				end
			end
			STATE_MISS: begin
				if(sram_dirty) begin		 
	                mem_enable <= 1'b1;
	                mem_write  <= 1'b1;
	                write_back <= 1'b1;
					state <= STATE_WRITEBACK;
				end
				else begin					 
	                mem_enable <= 1'b1;
	                mem_write  <= 1'b0;
	                write_back <= 1'b0;
					state <= STATE_READMISS;
				end
			end
			STATE_READMISS: begin
				if(mem_ack_i) begin			 
	                mem_enable <= 1'b0;
	                cache_we   <= 1'b1;
					state <= STATE_READMISSOK;
				end
				else begin
					state <= STATE_READMISS;
				end
			end
			STATE_READMISSOK: begin			 
	            cache_we <= 1'b0;
				state <= STATE_IDLE;
			end
			STATE_WRITEBACK: begin
				if(mem_ack_i) begin			 
	                mem_write <= 1'b0;
	                write_back <= 1'b0;
					state <= STATE_READMISS;
				end
				else begin
					state <= STATE_WRITEBACK;
				end
			end
		endcase
	end
end
dcache_tag_sram dcache_tag_sram(
	.clk_i(clk_i),
	.addr_i(cache_sram_index),
	.data_i(cache_sram_tag),
	.enable_i(cache_sram_enable),
	.write_i(cache_sram_write),
	.data_o(sram_cache_tag)
);
dcache_data_sram dcache_data_sram(
	.clk_i(clk_i),
	.addr_i(cache_sram_index),
	.data_i(cache_sram_data),
	.enable_i(cache_sram_enable),
	.write_i(cache_sram_write),
	.data_o(sram_cache_data)
);
endmodule
==> /design/flow/run.sh <==
#!/bin/bash
# OpenROAD 26Q1-2900-gdf79404cd8, Yosys 0.63+post, stock flow scripts
make -C /OpenROAD-flow-scripts/flow DESIGN_CONFIG=/design/flow/config.mk WORK_HOME=/design/flow/orfs finish
==> /design/flow/config.mk <==
export PLATFORM = sky130hd
export DESIGN_NAME = dcache_top
export DESIGN_NICKNAME = dcache_top
export VERILOG_FILES = /design/flow/design.v
export SDC_FILE = /design/flow/constraint.sdc
export NUM_CORES = 4
export LEC_CHECK = 1
export CORE_UTILIZATION = 50
export SYNTH_MEMORY_MAX_BITS = 65536
==> /design/flow/constraint.sdc <==
current_design dcache_top

set clk_period 183.8
set clk_io_pct 0.2

create_clock -name clk0 -period $clk_period [get_ports {clk_i}]

set non_clock_inputs [all_inputs -no_clocks]
set_input_delay [expr $clk_period * $clk_io_pct] -clock clk0 $non_clock_inputs
set_output_delay [expr $clk_period * $clk_io_pct] -clock clk0 [all_outputs]
==> results.sh <==
# yosys + openroad results
export IMPL_status="finished, violations left"
export IMPL_failed_checks="capacitance limit, slew limit"
export IMPL_top_area_cell="edfxtp_1"
export IMPL_async_flop_share=0.000895
export IMPL_cts_setup_buffers=0
export IMPL_postCtsHoldBufs=0
export IMPL_fp_coreArea_sq_um=681000
export IMPL_grt_setup_unrepaired="no"
export IMPL_track_usage=0.384
export IMPL_drc_errors=0
export IMPL_io_buffer_count=642
export IMPL_crit_arrival_ps=44890
export IMPL_utilization=0.579
export IMPL_std_cell_rows=303
export IMPL_synthToLayoutAreaGrowth_pct=15.2
export IMPL_tool_warnings=27
export IMPL_clkTransAtPathRegs_ps=50
export IMPL_tightest_slew_ps=1570
export IMPL_topCellsByArea="edfxtp_1 (78%), mux4_2 (14%), a22oi_1 (1.2%)"
export IMPL_drtIter0Drc=13300
export IMPL_crit_path_end_kind="output port"
export IMPL_period_needed_ps=81650
export IMPL_drive_gt1_frac=0.291
export IMPL_die_area_sq_um=688000
export IMPL_dr_pass1_iters=5
export IMPL_tns_ps=0
export IMPL_yosys_cells=14500
export IMPL_via_per_inst=6.52
export IMPL_ctsRootBufferMaster="clkbuf_16"
export IMPL_gr_total_overflow=0
export IMPL_fin_worst_skew_ps=89.1
export IMPL_cts_resized_gates=0
export IMPL_wire_per_inst_um=43.9
export IMPL_fp_util=0.502
export IMPL_cts_buffers=887
export IMPL_cts_tree="done"
export IMPL_syn_inst=14500
export IMPL_hold_slack_ps=473
export IMPL_multiInputGateArea_sq_um=71400
export IMPL_ys_warn_count=3
export IMPL_period_used=0.444
export IMPL_ys_types=48
export IMPL_place_hpwl_um=688000
export IMPL_ys_ff=8936
export IMPL_setup_viol=0
export IMPL_synth_avg_cell_area_sq_um=23.7
export IMPL_power_leakage_uw=0.123
export IMPL_max_vdd_ir_drop_v=0.00000904
export IMPL_wl_um=1160000
export IMPL_die_y_um=829
export IMPL_insertion_delay_ps=1230
export IMPL_die_w_um=829
export IMPL_maxSlewHeadroom=-0.0493
export IMPL_hold_viol=0
export IMPL_synthFlopType="edfxtp_1"
export IMPL_regArea_sq_um=268000
export IMPL_fmax_ghz=0.0122
export IMPL_postSynthSeqShare=0.784
export IMPL_min_path_type="flip-flop to flip-flop"
export IMPL_grt_max_degree=90
export IMPL_fill_cells=47900
export IMPL_top_area_frac=0.783
export IMPL_ant_nets=0
export IMPL_cp_required_ps=147040
export IMPL_antenna_found_initial=192
export IMPL_clock_sinks=8936
export IMPL_drv_cap=2
export IMPL_ios=648
export IMPL_p_per_area_nw_per_um2=11.1
export IMPL_ys_area_sq_um=342000
export IMPL_cp_start_kind="input pin"
export IMPL_cts_buffer_depth=4
export IMPL_cp_max_fo=82
export IMPL_vias=172000
export IMPL_maxSlewViolCount=5
export IMPL_grt_first_pass_wirelength_um=1570000
export IMPL_cts_htree_levels=6
export IMPL_path_class="input pin to output port"
export IMPL_grt_pass1_vias=187000
export IMPL_synth_area_sq_um=342000
export IMPL_synth_edff_count=8928
export IMPL_gp_congestion=0.901
logic make-up after synthesis:
logic type      Yosys count  synth area share
flops                  8936             0.784
mux                    2990             0.169
compound gates         1468            0.0327
buf+inv                 889            0.0115
simple gates            161           0.00252
xor+xnor                 22          0.000563
other cells               1         0.0000110
routing by layer:
layer  wire length [um]  GRT usage  share of wire
met5               5610     0.0663         0.0049
met4              74800      0.187          0.065
met3             256000      0.355           0.22
met2             517000      0.503           0.45
met1             302000      0.427           0.26
power by group:
part,leakage (uW),switching (uW),internal [uW]
registers,0.0806,5.38,2270
logic,0.0286,218,111
clock network,0.0136,776,977
total,0.123,999,3360
flip-flops by register name (all words and copies together) (netlist names):
register                 cells
dcache_data_sram.memory   8192
dcache_tag_sram.memory     736
state                        5
cache_we                     1
mem_enable                   1
write_back                   1
final cells by class:
| type | count | share of cell area |
|---|---|---|
| sequential | 8936 | 0.680 |
| clock inverter | 531 | 0.0117 |
| timing repair buffer | 1644 | 0.0368 |
| tap | 8997 | 0.0285 |
| inverter | 5 | 0.0000476 |
| clock buffer | 1109 | 0.0589 |
| antenna | 430 | 0.00273 |
| multi-input combinational | 4646 | 0.181 |
cell usage in the layout, fill, tap and decap left out, types with 21 or more instances in the layout:
cell,netlist,final
bufinv_16,0,59
a22oi_1,528,528
buf_4,41,967
mux2_1,240,240
a31oi_2,0,128
a31oi_4,0,21
clkbuf_1,493,213
nor3_2,1,35
diode_2,0,430
mux4_2,2168,2168
clkinv_1,0,256
a31oi_1,268,119
a221oi_1,261,261
clkbuf_16,0,896
nor2_1,56,54
edfxtp_1,8928,8928
o22ai_1,129,129
clkinv_2,0,147
a22o_1,262,262
mux2i_1,256,256
buf_12,0,52
clkdlybuf4s50_1,0,605
mux2_2,326,326
stage by stage:
| step | total power (uW) | setup WS (ps) | instances | instance area, sq um |
|---|---|---|---|---|
| global placement | 2640 | 102200 | 24200 | 365000 |
| finish | 4360 | 102150 | 26300 | 394000 |
| global route | 4470 | 101960 | 26200 | 394000 |
| floorplan | 2480 | 107280 | 14500 | 342000 |
| CTS | 4370 | 102210 | 25900 | 393000 |
| detailed placement | 2650 | 102250 | 24200 | 365000 |
critical path, stage by stage:
cell             delay [ps]
buf_16                  280
buf_4                   480
buf_4                   580
buf_4                   650
buf_4                   590
buf_12                  460
buf_4                   660
buf_4                   640
buf_4                   600
mux4_2                  410
a22o_1                  250
a221oi_1                300
a31oi_2                 380
mux4_2                  560
mux2_2                  440
clkdlybuf4s50_1         480
synthesized netlist by cell type, drive strengths merged (4+ instances only):
cell,n
nand2,21
dfrtp,7
mux2i,256
mux4,2168
a22o,262
a22oi,528
o22ai,129
nand4,6
nor3b,4
and3,4
a221oi,262
nor4,7
edfxtp,8928
xnor2,20
mux2,566
nand4bb,6
buf,391
nand4b,4
nor2,56
or4b,4
clkbuf,493
a31oi,268
a41oi,10
nor3,35
inv,5
final timing paths:
kind | from | endpoint | slack (ps) | depth (start not counted)
max | p1_addr_i[6] | p1_data_o[6] | 102150 | 16
min | state[0] | state[0] | 470 | 2
max reg2reg | dcache_tag_sram.memory[23][6] | dcache_data_sram.memory[3][112] | 176710 | 15
min reg2reg | state[0] | state[0] | 470 | 2
max in group asynchronous | rst_i | state[0] | 147670 | 1
min in group asynchronous | rst_i | state[1] | 35830 | 1
Power figures rest on the tool's default switching activity, not on a simulated workload.
